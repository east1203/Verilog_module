==> /design/flow/design.v <==
 module watchdog(
          input clk,
          input rst_,
          input flag,  
          input [1:0] mode,  
          input update,  
          input [31:0]  StartValue,  
          output timeout,  
          output intr   
 );
wire enabel;
reg timeout_r;
reg intr_r;
reg [31:0]  count;
reg [1:0] count_int;  
reg modesel; 
assign timeout  = timeout_r;
assign intr      = intr_r;
assign enable = mode[1];
always@(posedge clk or negedge rst_) begin
  if(rst_ == 1'b0) begin
    timeout_r <=  1'b0;
    intr_r     <=  1'b0;
    count     <=  32'hffffffff;
    count_int <=  2'b0;
    modesel   <=  1'b0;
  end
  else if(modesel != mode[0]) begin 
    modesel <=  mode[0];
    timeout_r <=  1'b0;
    intr_r     <=  1'b0;
    count     <=  StartValue;
  end
  else if(flag == 1'b1) begin  
    count <=  StartValue;
    count_int <=  2'b0;
    intr_r     <=  1'b0;
  end
  else if(update) begin
    count <=  StartValue;
  end  
  else if(enable==1'b1) begin  
    if(count  ==  32'b0) begin  
      count <= StartValue;
      case(modesel)
        1'b0: begin
          timeout_r <=  1'b1;
          count_int <=  2'b0;
        end
        1'b1: begin  
          if(count_int  == 1'b1) begin
            timeout_r <=  1'b1;
            intr_r     <=  1'b0;
          end
          else if(count_int == 1'b0) begin
            count_int <= count_int + 1'b1;  
            intr_r     <=  1'b1;
          end
        end
      endcase
    end
    else begin
      count <= count - 1'b1;  
      timeout_r <=  1'b0;
    end
  end
  else count <= count; 
end
 endmodule
 module wd_apb(
          input pclk,
          input prst_,
          input pwrite,  
          input psel,
          input penable,
          input   [7:0] paddr,
          input   [31:0] pwdata,
          output  [31:0] prdata,
          output  flag,  
          output  [1:0] mode,
          output  update, 
          output  [31:0]  StartValue  
 );
 reg  [1:0]   mode_r;
 reg          flag_r;
 reg          update_r;
 reg  [31:0]  StartValue_r;
 reg  [31:0]  prdata_r;
 assign flag        = flag_r;
 assign update      = update_r;
 assign mode        = mode_r;
 assign StartValue  = StartValue_r;
 assign prdata      = prdata_r;
 always@(posedge pclk or negedge prst_) begin
   if(prst_ == 1'b0) begin
      flag_r        <=  1'h0;
      update_r      <=  1'h0;
      mode_r        <=  2'b0;
      StartValue_r  <=  32'hffffffff;     
   end
   else if(psel && penable && pwrite) begin
       case(paddr)
         8'h00: begin
           StartValue_r  <=  pwdata[31:0];
           update_r       <=  1'b1;
         end
         8'h08: begin
           flag_r         <=  1'b1;
         end
         8'h10: begin
           mode_r         <=  pwdata[1:0];
         end
         default: begin
           flag_r         <=  1'b0;
           update_r       <=  1'b0;
         end
       endcase
   end
   else begin
     flag_r     <=  1'b0;
     update_r   <=  1'b0;
   end
 end
 always@(posedge pclk or negedge prst_) begin
   if(prst_ == 1'b0) begin
     prdata_r <=  32'b0;
   end
   else if(psel && penable && (!pwrite)) begin
    case(paddr)
     8'h00: prdata_r        <= StartValue;
     8'h10      : prdata_r        <=  {30'b0,mode} ;
     default:
       prdata_r <=  32'b0;
   endcase
 end
 end
 endmodule
 module wd_top( input pclk,
                input prst_,
                input pwrite,
                input psel,
                input penable,
                input   [7:0]   paddr,
                input   [31:0]   pwdata,
                output  [31:0]   prdata,
                output          timeout,
                output          intr
              );
wire  [31:0]  StartValue;
wire  [1:0]   mode;
wire  flag;
wire  update;
wd_apb wd_apb(  .pclk(pclk),
                .prst_(prst_),
                .pwrite(pwrite),
                .psel(psel),
                .penable(penable),
                .paddr(paddr),
                .pwdata(pwdata),
                .prdata(prdata),
                .flag(flag),
                .mode(mode),
                .update(update),
                .StartValue(StartValue)
);            
watchdog wd(  .clk(pclk),
              .rst_(prst_),
              .flag(flag),
              .mode(mode),
              .update(update),
              .StartValue(StartValue),
              .timeout(timeout),
              .intr(intr)
);
 endmodule
==> /design/flow/run.sh <==
#!/bin/bash
# OpenROAD 26Q1-2900-gdf79404cd8, Yosys 0.63+post, stock flow scripts
make -C /OpenROAD-flow-scripts/flow DESIGN_CONFIG=/design/flow/config.mk WORK_HOME=/design/flow/orfs finish
==> /design/flow/config.mk <==
export PLATFORM = sky130hd
export DESIGN_NAME = wd_top
export DESIGN_NICKNAME = wd_top
export VERILOG_FILES = /design/flow/design.v
export SDC_FILE = /design/flow/constraint.sdc
export NUM_CORES = 4
export LEC_CHECK = 1
export CORE_UTILIZATION = 40
==> /design/flow/constraint.sdc <==
current_design wd_top

set clk_period 7.8
set clk_io_pct 0.2

create_clock -name clk0 -period $clk_period [get_ports {pclk}]

set non_clock_inputs [all_inputs -no_clocks]
set_input_delay [expr $clk_period * $clk_io_pct] -clock clk0 $non_clock_inputs
set_output_delay [expr $clk_period * $clk_io_pct] -clock clk0 [all_outputs]
==> notes.md <==
yosys + openroad results -> Seq/Total Area, Yosys=0.516, vias in the first global route=4,000, pre-CTS setup slack=3.70 ns, minimum clock period=3.72 ns, final setup fails=0, final slew viol count=0, WHS Path Cells=2, crit path DRT=8.09 ns, DRT Pass-1 Iters=4, Final Cell Area=6510 um2, drt drc=0, most numerous logic cell after layout=clkdlybuf4s50_1, Core Box Area=12,700 um2, Top Ports=79, Routed WL=13.3 mm, Mean Syn Cell Area=10.6 um2, dominant kind of combinational cell=simple AND/OR/NAND/NOR gates, commonest cells after routing, fill and taps aside=clkdlybuf4s50_1, dfstp_2, dfrtp_1, Initial DRC Count=176, initial antenna violation count=0, Slew HR=0.420, FP Rows=41, Area after DPL=6200 um2, worst min-delay path endpoint=wd.intr_r$_DFFE_PN0P_, Total Power=1.49 mW, Hold Crit Class=register to register, FF+latch count, synth=105, worst r2r src=wd.count[10]$_DFFE_PN1P_, actual slew at the worst max-slew pin=0.861 ns, Final WS setup=4.08 ns, # diodes=0, H-tree Lvls=3, outcome=finished clean, yosys cell count=493, CP Capture Type=register, GRT Resource Usage Total=0.213, share of cells above drive strength 1=0.237, Chip Width=117 um, Die Footprint=13,600 um2, Yosys Chip Area=5250 um2, Post-DRT Antenna Nets=0, crit path max fanout=16, pin count of the biggest net entering global routing=54, synthesized area=5250 um2, CTS-repair resized insts=0, ys async rst share=1.00, final setup TNS=0 ns, critical-path cell list=clkdlybuf4s50_1 -> or4_1 -> nor3_1 -> nand2_1 -> nor2_2 -> buf_4 -> a22o_1, mux share=0.0834, fin crit share=0.477, Adder-Cell Fraction of Synth Area=0.0143, xor+xnor area frac=0, clock sink count=105, r2r setup slk=4.70 ns, distinct lib cells=54, area grow syn2layout=24.1%, slowest CP cell=nor2_2, Synth Area in Simple Gates=0.182, crit path kind=input port to register, fmax=269 MHz, aoi share=0.172, Routed WL per cell=18.0 um, top_reg_cell synth=dfstp_2, CTS root buf=clkbuf_16, routed vias/inst=5.64, RSZ-0062 raised after global routing=no, Init Core Util=0.413, TritonCTS clock tree=done, Die Span Y=117 um, gr ovfl total=0, Reg2Reg Depth=6, critical hold path startpoint=wd.intr_r$_DFFE_PN0P_, post-synth tally of flip-flops with integrated enable=0, Multi-input gate area=2390 um2, final worst clock skew=0.00699 ns, Hold Violations, Final=0, DR vias=4,166, hold_buf cts=0, Critical Path Source Type=input port, P_leak=2.60 nW, Setup Fix Bufs, Post-CTS=0, tally of OpenROAD warnings=28, RePlAce Congestion=0.866, maximum vdd drop=130 uV, PwrDens=229 nW/um2, Filler Cells Inserted=1,149, # port buffers=78, CTS buffer count=9, Clock Path Buffers=2, Synth Instances=493, worst skew pair latency=0.35 ns, sequential cell area=2710 um2, RR Endpoint=wd.count[14]$_DFFE_PN1P_, CP peak stage delay=0.65 ns, HPWL after detailed placement=8.89 mm, Clk pin slew, worst setup/hold paths=0.07 ns, first-pass GRT wire length=21.3 mm, Data arrival, critical path=4.02 ns, Yosys warnings=3, total of max-cap violations=0
-- cell type report --
class | instances | area share
Clock inverter | 5 | 0.0127
Clock buffer | 10 | 0.0352
Tap cell | 172 | 0.0331
Multi-Input combinational cell | 348 | 0.366
Timing Repair Buffer | 88 | 0.131
Sequential cell | 105 | 0.416
Inverter | 10 | 0.00576
-- through the flow --
step / hold WS, ns / cells / util
CTS: 0.502 / 738 / 0.512
floorplan: 0.426 / 493 / -
finish: 0.494 / 738 / 0.512
global route: 0.514 / 738 / 0.512
global placement: 0.479 / 723 / 0.487
detailed placement: 0.484 / 723 / 0.487
-- registers in the layout, indices dropped and copies added (netlist names) --
| name | cells |
|---|---|
| wd.modesel | 1 |
| wd_apb.prdata_r | 32 |
| wd.intr_r | 1 |
| wd_apb.StartValue_r | 32 |
| wd_apb.update_r | 1 |
| wd.count | 32 |
| wd_apb.mode_r | 2 |
| wd.count_int | 2 |
| wd.timeout_r | 1 |
| wd_apb.flag_r | 1 |
-- worst max-delay path: cells and delay by family --
family / cells / cell delay, ns
buffers and inverters: 2 / 0.74
AND/OR/NAND/NOR: 4 / 1.53
AND-OR/OR-AND: 1 / 0.16
-- Yosys cell counts (all sizes together) (2+ instances only) --
cell type	n	area [um2]
or3	7	43.8
clkbuf	26	97.6
buf	4	32.5
nor3	11	66.3
nand2b	5	31.3
dfstp	64	1680
o22a	4	35.0
a31oi	3	18.8
a21oi	22	114
a2bb2oi	2	17.5
nand3	29	145
o211ai	5	37.5
o21a	4	30.0
dfrtp	41	1030
and4	2	17.5
a221o	2	20.0
nor4	16	136
o22ai	5	31.3
nor2	42	160
a22oi	2	15.0
nand2	29	109
mux2	35	398
nor3b	2	15.0
inv	10	37.5
a211o	2	17.5
o2bb2ai	4	35.0
ha	6	75.1
a211oi	11	82.6
or4	14	109
mux2i	4	40.0
o21ai	24	120
and2	2	12.5
nand4	11	68.8
a22o	31	272
a21o	2	15.0
-- routing by layer --
layer  GRT usage  vias up  part of all wire
li1            -     2004                 -
met1       0.341     2038              0.48
met2       0.318      110              0.45
met3      0.0507       14             0.059
met4      0.0203        0             0.012
met5           0        -                 0
-- power breakdown --
group	internal, mW	switching (mW)	total, mW
registers	0.631	0.0668	0.698
logic	0.125	0.188	0.313
clock network	0.279	0.197	0.476
total	1.04	0.452	1.49
-- kinds of logic after synthesis --
logic type               after synthesis
AND/OR/NAND/NOR                      175
AND-OR/OR-AND                        128
flip-flops                           105
buffers and inverters                 40
multiplexers                          39
adder cells (fa/ha/maj)                6
-- worst max path at each step --
| stage | from | endpoint | cells past startpoint |
|---|---|---|---|
| finish | paddr[2] | wd_apb.prdata_r[12]$_DFFE_PN0P_ | 7 |
| CTS | paddr[2] | wd_apb.prdata_r[12]$_DFFE_PN0P_ | 7 |
| global route | paddr[2] | wd_apb.prdata_r[12]$_DFFE_PN0P_ | 7 |
No activity file was given, so power comes from the tool's default toggle rates.
